`/design/flow/run.sh`:
```
#!/bin/bash
# OpenROAD 26Q1-2900-gdf79404cd8, Yosys 0.63+post, stock flow scripts
make -C /OpenROAD-flow-scripts/flow DESIGN_CONFIG=/design/flow/config.mk WORK_HOME=/design/flow/orfs finish
```
`/design/flow/config.mk`:
```
export PLATFORM = sky130hd
export DESIGN_NAME = PC
export DESIGN_NICKNAME = PC
export VERILOG_FILES = /design/flow/design.v
export SDC_FILE = /design/flow/constraint.sdc
export NUM_CORES = 4
export LEC_CHECK = 1
export CORE_AREA = 10 10 71 71
export DIE_AREA = 0 0 81 81
```
`/design/flow/constraint.sdc`:
```
current_design PC

set clk_period 1.9
set clk_io_pct 0.2

create_clock -name clk0 -period $clk_period [get_ports {clk}]

set non_clock_inputs [all_inputs -no_clocks]
set_input_delay [expr $clk_period * $clk_io_pct] -clock clk0 $non_clock_inputs
set_output_delay [expr $clk_period * $clk_io_pct] -clock clk0 [all_outputs]
```
`/design/flow/design.v`:
```
module PC(clk, INSTRUCTION, LDPC, GATEPC, PCADDR);
input clk;
input[15:0] INSTRUCTION;
input LDPC;
input GATEPC;
output reg[15:0]PCADDR;  
integer i;
always@(posedge clk)
   begin
	if(GATEPC == 1 && LDPC == 1) begin
		for(i = 0; i < 16; i = i +1) PCADDR[i] <= INSTRUCTION[i];
		end
   end
endmodule
```
==> run summary <==
Status -> complete, no violations
Post-synth tally of flip-flops with integrated enable -> 16
GR Util All Layers -> 3.824%
Via count -> 306
Post-DR wirelength/cell -> 12.35 microns
Placed cell count -> 102
Max-Cap Viols -> 0
Leakage Power -> 0.0003228 uW
CTS tree -> yes
Final Non-Filler Cells -> 105
Number of endpoints failing setup at the final stage -> 0
Cell type group with the largest total delay on the critical path -> buffers and inverters
Setup total negative slack -> 0 ns
Antenna violations before repair -> 0
Root buffer cell -> sky130_fd_sc_hd__clkbuf_8
Synth flops -> 16
Final Max-Slew Violation Tally -> 0
Number of vias per cell after detailed routing -> 2.914
Worst-path cell chain -> clkdlybuf4s50_1
Sequential share of power -> 55.7%
Distinct lib cells used -> 2
Category of the worst setup path launch point -> flop
Post-synthesis async set-or-reset flop share -> 0%
Power Dens Cells -> 793.0 nW/um^2
Required time of the critical path -> 1.52 ns
Sum of routed wire length over all layers -> 1.297 mm
Antenna viol nets, final -> 0
Mapped Avg Cell Area -> 28.63 sq um
First-pass GRT wire length -> 1.883 mm
H-Tree Level Count -> 1
DP HPWL -> 1.107 mm
Post-CTS repair timing setup buffer count -> 0
Layout cell share with drive strength beyond 1 -> 10.53%
F_max -> 701.1 MHz
Cell Rows -> 22
Number of flip-flops under the largest register name -> 16
Post-synth top area share -> 98.71%
Type of the setup path with the least slack -> reg2out
Tally of OpenROAD warnings -> 25
Post-layout min period -> 1.426 ns
Synthesis area per yosys -> 486.7 sq um
IO buf count -> 34
Top cells by area -> sky130_fd_sc_hd__edfxtp_1, sky130_fd_sc_hd__and2_1
Maximum number of pins on one net before global-route repair -> 9
Crit path buffers/inverters -> 1
DRC violations left -> 0
Clock slew at the register clock pins of the worst setup and hold paths -> 0.06 ns
Total cells reported by yosys after synthesis -> 17
Post-cts sizing count -> 0
Post-synthesis instance total -> 17
Net Switching -> 128.1 uW
Core Footprint -> 3633 sq um
Clk pwr share -> 32.9%
Largest fanout on the critical path -> 1
Initial cell density of the core -> 13.40%
Vias in the first global route -> 371
Register name with the most flops -> PCADDR
Library cell contributing the largest single delay on the critical path -> sky130_fd_sc_hd__clkdlybuf4s50_1
Total number of yosys warnings -> 1
VDD IR-drop max -> 0.0001683 V
Post-synthesis instance area -> 486.7 sq um
Cell type with the largest total area after synthesis -> sky130_fd_sc_hd__edfxtp_1
Classification of the worst-slack hold path -> in2reg
Logic pwr share -> 11.4%
Sinks on the clock net -> 16
Sequential element share of the synthesized area -> 98.71%
Hold buffer count at cts -> 0
Slowest Stage Delay on Critical Path -> 0.48 ns
Top cell types by occurrence after synthesis -> sky130_fd_sc_hd__edfxtp_1, sky130_fd_sc_hd__and2_1
Number of CTS-inserted buffers -> 3
Slew of the pin with the lowest slew margin -> 0.09540 ns
Top-level I/O count -> 35
Total iterations of the first detailed-routing run -> 3
RD Place Congestion -> 0.6945
Biggest regs -> PCADDR x16
Number of hold-slack violations in the final timing report -> 0
Cell internal pwr -> 626.0 uW
Area growth from synthesis to final layout -> 95.37%
Iter 0 DRT Violations -> 13
Antenna Diode Count -> 0
Setup repair after global routing missed its margin -> no
Chip Width -> 81 microns
Aggregate global routing overflow -> 0
Main flop type after synthesis -> sky130_fd_sc_hd__edfxtp_1
Synth top cell by count -> sky130_fd_sc_hd__edfxtp_1
Kind of end point of the critical path -> primary output
Crit share post-route -> 75.07%
Arrival time of the worst setup path -> 1.05 ns
Area of the chip -> 6561 sq um
Vertical extent of the die -> 81 microns
Worst relative slew slack -> 93.64%
Net switching fraction of the power -> 16.99%
Largest buffer count on any clock path -> 2
## power groups by stage
| stage | Combinational, uW | Clock [uW] | Sequential, uW |
|---|---|---|---|
| 4_1_cts | 88.9 | 262 | 420 |
| 5_1_grt | 93.2 | 277 | 422 |
| 6_report | 85.8 | 248 | 420 |
## path summary, 6_finish.rpt
kind,to,from,cells past startpoint
setup / recovery,PCADDR[7],PCADDR[7],1
hold / removal,PCADDR[0],INSTRUCTION[0],1
## through the flow
stage	instance area [sq um]	total power (uW)	util, %	setup slack, ns	hold WS, ns
floorplan	486.7	427.4	-	0.7049	0.4789
global placement	909.6	515.5	25.03	0.4380	0.9374
detailed placement	909.6	516.8	25.03	0.4374	0.9379
CTS	950.9	771.7	26.17	0.4561	0.6774
global route	950.9	793.0	26.17	0.4316	0.6766
finish	950.9	754.1	26.17	0.4737	0.6860
## cell usage in the layout, fill, tap and decap left out, drive strengths merged
| master | count |
|---|---|
| clkdlybuf4s50 | 34 |
| clkbuf | 3 |
| edfxtp | 16 |
| buf | 3 |
| and2 | 1 |
## cells by family after synthesis
logic type    count (synthesis)  synth area share [%]
flops                        16                 98.71
simple gates                  1                 1.286
## final cells by class
type | instances | area [sq um]
Fill cell | 374 | 2683
Sequential cell | 16 | 480.5
Timing Repair Buffer | 37 | 362.8
Tap cell | 48 | 60.06
Clock buffer | 3 | 41.29
Multi-Input combinational cell | 1 | 6.256
## metal layers
| metal | global-route usage (%) | wire length (microns) |
|---|---|---|
| met1 | 4.069 | 430 |
| met2 | 6.210 | 700 |
| met3 | 2.227 | 134 |
| met4 | 1.384 | 31 |
| met5 | 0 | 0 |
Power is estimated from default activity; no workload was simulated.
